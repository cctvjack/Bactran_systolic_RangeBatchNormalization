==> /design/flow/design.v <==
`timescale 1ns / 1ps
module x_buffer(
clk,
rst_n,
x_in,
x_out,
addr_in,
write_in
    );
    parameter DATA_WIDTH = 16;
    parameter MINI_BATCH = 64;
    parameter ADDR_WIDTH = 6;
    reg [DATA_WIDTH-1:0] x [MINI_BATCH-1:0];
    input clk;
    input rst_n;
    input [DATA_WIDTH-1:0] x_in;
    input [ADDR_WIDTH-1:0] addr_in;
    input write_in;
    output [DATA_WIDTH-1:0] x_out;
    assign x_out = x[addr_in];
    always@(posedge clk)
    begin
        if(!rst_n)
        begin
            x[0] = {DATA_WIDTH{1'b0}};
            x[1] = {DATA_WIDTH{1'b0}};
            x[2] = {DATA_WIDTH{1'b0}};
            x[3] = {DATA_WIDTH{1'b0}};
            x[4] = {DATA_WIDTH{1'b0}};
            x[5] = {DATA_WIDTH{1'b0}};
            x[6] = {DATA_WIDTH{1'b0}};
            x[7] = {DATA_WIDTH{1'b0}};
            x[8] = {DATA_WIDTH{1'b0}};
            x[9] = {DATA_WIDTH{1'b0}};
            x[10] = {DATA_WIDTH{1'b0}};
            x[11] = {DATA_WIDTH{1'b0}};
            x[12] = {DATA_WIDTH{1'b0}};
            x[13] = {DATA_WIDTH{1'b0}};
            x[14] = {DATA_WIDTH{1'b0}};
            x[15] = {DATA_WIDTH{1'b0}};
            x[16] = {DATA_WIDTH{1'b0}};
            x[17] = {DATA_WIDTH{1'b0}};
            x[18] = {DATA_WIDTH{1'b0}};
            x[19] = {DATA_WIDTH{1'b0}};
            x[20] = {DATA_WIDTH{1'b0}};
            x[21] = {DATA_WIDTH{1'b0}};
            x[22] = {DATA_WIDTH{1'b0}};
            x[23] = {DATA_WIDTH{1'b0}};
            x[24] = {DATA_WIDTH{1'b0}};
            x[25] = {DATA_WIDTH{1'b0}};
            x[26] = {DATA_WIDTH{1'b0}};
            x[27] = {DATA_WIDTH{1'b0}};
            x[28] = {DATA_WIDTH{1'b0}};
            x[29] = {DATA_WIDTH{1'b0}};
            x[30] = {DATA_WIDTH{1'b0}};
            x[31] = {DATA_WIDTH{1'b0}};
            x[32] = {DATA_WIDTH{1'b0}};
            x[33] = {DATA_WIDTH{1'b0}};
            x[34] = {DATA_WIDTH{1'b0}};
            x[35] = {DATA_WIDTH{1'b0}};
            x[36] = {DATA_WIDTH{1'b0}};
            x[37] = {DATA_WIDTH{1'b0}};
            x[38] = {DATA_WIDTH{1'b0}};
            x[39] = {DATA_WIDTH{1'b0}};
            x[40] = {DATA_WIDTH{1'b0}};
            x[41] = {DATA_WIDTH{1'b0}};
            x[42] = {DATA_WIDTH{1'b0}};
            x[43] = {DATA_WIDTH{1'b0}};
            x[44] = {DATA_WIDTH{1'b0}};
            x[45] = {DATA_WIDTH{1'b0}};
            x[46] = {DATA_WIDTH{1'b0}};
            x[47] = {DATA_WIDTH{1'b0}};
            x[48] = {DATA_WIDTH{1'b0}};
            x[49] = {DATA_WIDTH{1'b0}};
            x[50] = {DATA_WIDTH{1'b0}};
            x[51] = {DATA_WIDTH{1'b0}};
            x[52] = {DATA_WIDTH{1'b0}};
            x[53] = {DATA_WIDTH{1'b0}};
            x[54] = {DATA_WIDTH{1'b0}};
            x[55] = {DATA_WIDTH{1'b0}};
            x[56] = {DATA_WIDTH{1'b0}};
            x[57] = {DATA_WIDTH{1'b0}};
            x[58] = {DATA_WIDTH{1'b0}};
            x[59] = {DATA_WIDTH{1'b0}};
            x[60] = {DATA_WIDTH{1'b0}};
            x[61] = {DATA_WIDTH{1'b0}};
            x[62] = {DATA_WIDTH{1'b0}};
            x[63] = {DATA_WIDTH{1'b0}};
        end
        else if(write_in)
        begin
            x[addr_in] <= x_in;
        end
    end
endmodule
==> /design/flow/run.sh <==
#!/bin/bash
# OpenROAD 26Q1-2900-gdf79404cd8, Yosys 0.63+post, stock flow scripts
make -C /OpenROAD-flow-scripts/flow DESIGN_CONFIG=/design/flow/config.mk WORK_HOME=/design/flow/orfs finish
==> /design/flow/config.mk <==
export PLATFORM = sky130hd
export DESIGN_NAME = x_buffer
export DESIGN_NICKNAME = x_buffer
export VERILOG_FILES = /design/flow/design.v
export SDC_FILE = /design/flow/constraint.sdc
export NUM_CORES = 4
export LEC_CHECK = 1
export CORE_UTILIZATION = 30
==> /design/flow/constraint.sdc <==
current_design x_buffer

set clk_period 18.2
set clk_io_pct 0.2

create_clock -name clk0 -period $clk_period [get_ports {clk}]

set non_clock_inputs [all_inputs -no_clocks]
set_input_delay [expr $clk_period * $clk_io_pct] -clock clk0 $non_clock_inputs
set_output_delay [expr $clk_period * $clk_io_pct] -clock clk0 [all_outputs]
==> job_summary.md <==
### Metrics collected by this job

| Metric | Value |
|---|---|
| Synth Register Bits | `1024` |
| Pwr dens | `99.3 nW/um^2` |
| Main flop type after synthesis | `edfxtp_1` |
| Biggest register | `x` |
| CTS tree | `done` |
| Yosys cell count | `3570` |
| Worst EP arrival | `8.62 ns` |
| GR Util met1 | `approximately 26%` |
| Regs by FF count | `x (1024)` |
| Post-Route WL | `roughly 150000 microns` |
| Pre-antenna DRT Iters | `22` |
| Yosys Chip Area | `46800 sq um` |
| Rel. slew slack | `17.8%` |
| Syn_area_per_cell | `13.1 sq um` |
| ANT nets after route | `0` |
| Synth top cells by count | `1024 x edfxtp_1, 982 x and2_1, 255 x clkbuf_1` |
| Cell taking the most area after synthesis | `edfxtp_1` |
| Largest net degree at the start of global routing | `87` |
| Comb pwr share | `8.3%` |
| Crit share post-route | `67.4%` |
| Total power | `around 5.3 mW` |
| Starting DRT DRC Count | `2612` |
| Biggest area cells | `edfxtp_1 66%, and2_1 13%, a221oi_1 3.7%` |
| DRC | `0` |
| Routed wire per std cell | `27.2 microns` |
| Num CTS Buffers | `108` |
| Fmax | `~0.08 GHz` |
| HPWL after DPL | `around 96000 microns` |
| Sequential element share of the synthesized area | `roughly two thirds` |
| I/O Buffers | `40` |
| CP Class | `in -> out` |
| Share of cells above drive strength 1 | `12.4%` |
| GR peak layer | `met2` |
| Max-area cell share | `65.7%` |
| GRT Total Usage | `20.6%` |
| Crit-path max FO | `about 42` |
| Leak pwr | `18.2 nW` |
| Area after DPL | `49800 sq um` |
| Met2 Track Usage GR | `29.9%` |
| First-pass GRT wire length | `221000 microns` |
| VDD IR max | `between 0.00008 and 0.00009 V` |
| CTS max path bufs | `3` |
| Max-slew violations | `0` |
| Top-count cell post-synth | `edfxtp_1` |
| Die height | `397 microns` |
| Switching Share | `24.1%` |
| Hold_buf cts | `0` |
| Status | `complete, no violations` |
| Number of enable flip-flop cells | `1024` |
| Post-Route Setup TNS | `0 ns` |
| Final setup viols | `0` |
| Routed vias | `30100` |
| Die Width | `397 microns` |
| Fin crit period | `12.26 ns` |
| Final Non-Filler Cells | `5686` |
| Total global routing overflow | `0` |
| Clock Pin Slew Worst Setup and Hold Paths | `0.06 ns` |
| Max reg flops | `between 1000 and 1500` |
| Row count | `144` |
| H-tree lvl count | `3` |
| Vias in the first global route | `about 30000` |
| Max-Cap Viols | `0` |
| Worst-margin pin slew | `between 1 and 1.5 ns` |
| Cells after synthesis | `3570` |
| IO Count | `41` |
| Clock Power Share | `about two fifths` |
| CP Capture Type | `output port` |
| Register share of total power | `52.1%` |
| Synth Cell Area | `46800 sq um` |
| Layout area overhead | `13.3%` |
| Initial antenna violation count | `7` |
| Vias per inst | `around 5.3` |
| Tool warnings | `26` |
| Placed cell count | `about 5500` |
| Cts repair resizes | `0` |
| RSZ-0062 raised after global routing | `no` |
| Critical Path RT | `14.56 ns` |
| Root Buffer | `clkbuf_16` |
| P_int | `4.00 mW` |
| Post-layout util | `34.3%` |
| Ys Warns | `1` |
| Postcts setup bufs | `0` |
| Final Hold Vio Count | `0` |
| Crit start category | `input pin` |
| Worst min path class | `in -> reg` |
| Netlist cell types | `around 60` |
| Area of the core | `~150000 sq um` |
| Routability cong. | `between 1 and 1.5` |
| Switch Pwr | `1.27 mW` |
| Met3 Use GR | `12.5%` |
| DIE AREA | `between 150000 and 200000 sq um` |
| CTS Sinks | `1024` |
| Finished Cell Area | `53100 sq um` |
| FP Util | `30.3%` |
| Asr flop ratio synth | `0%` |
-- through the flow --
stage	hold WS [ns]	setup WS [ns]
after floorplan	4.10	9.32
after global placement	4.02	6.17
after detailed placement	4.03	6.12
after CTS	3.28	6.11
after global routing	3.31	5.72
final	3.31	5.94
-- power by group through the flow --
stage / combinational, mW / clock [mW] / sequential [mW]
6_report: 0.438 / 2.08 / 2.75
4_1_cts: 0.431 / 2.11 / 2.75
5_1_grt: 0.459 / 2.20 / 2.76
-- worst paths after layout --
kind	startpoint	to	cells past startpoint
hold / removal	x_in[15]	x[45][15]	2
setup / recovery	addr_in[0]	x_out[10]	11
-- cells by family after synthesis --
group,after synthesis,synth area share (%)
AND/OR/NAND/NOR,1322,16.5
multiplexers,156,3.80
buffers and inverters,380,3.43
AND-OR/OR-AND,688,10.6
flip-flops,1024,65.7
-- area by class of cell --
type	instances	area [sq um]
Inverter	5	18.8
Fill cell	14700	102000
Multi-Input combinational cell	2166	14500
Clock inverter	54	387
Antenna cell	1	2.50
Clock buffer	142	2890
Timing Repair Buffer	250	1910
Sequential cell	1024	30700
Tap cell	2044	2560
-- layout by cell type (no fill, tap or decap), types with 55 or more instances in the layout --
cell          n
a21oi_1      62
a221oi_1    196
a22oi_1     134
and2_1      980
and3_1       55
buf_4       210
clkbuf_16   111
edfxtp_1   1024
mux2i_1      91
nor2_1      177
o21ai_0      82
o21ai_1      61
-- worst max-delay path, cell delays in order --
cell and delay, ns:
buf_4 0.34, buf_4 0.59, buf_4 0.58, nor2b_4 0.25, buf_4 0.32, buf_4 0.31, a221oi_1 0.33, o22ai_1 0.18
a222oi_1 0.89, nand4b_1 0.51, clkdlybuf4s50_1 0.55
-- layer usage --
layer / wire, microns / vias to the layer above
met1: 55300 / 14800
met5: 34 / -
met2: 68600 / 1732
li1: - / 13200
met3: 22800 / 329
met4: 7750 / 6
Power is estimated from default activity; no workload was simulated.
