===== design/flow/design.v =====
`timescale 1ns / 1ps
module upd(
valid_in,
var_in,
avg_in,
g_var_in,
g_avg_in,
g_var_out,
g_avg_out,
valid_out
    );
    parameter DATA_WIDTH = 16;
    parameter MINI_BATCH = 64;
    parameter MINI_BATCH_1 = MINI_BATCH-1;
    parameter ADDR_WIDTH = $clog2(MINI_BATCH);
    input valid_in;
    input signed [DATA_WIDTH-1:0] var_in;
    input signed [DATA_WIDTH-1:0] avg_in;
    input signed [DATA_WIDTH-1:0] g_var_in;
    input signed [DATA_WIDTH-1:0] g_avg_in;
    output valid_out;
    output signed [DATA_WIDTH-1:0] g_var_out;
    output signed [DATA_WIDTH-1:0] g_avg_out;
    assign g_var_out = valid_in?((var_in>>ADDR_WIDTH)+((g_var_in*MINI_BATCH_1)>>ADDR_WIDTH)):{DATA_WIDTH{1'b0}};
    assign g_avg_out = valid_in?((avg_in>>ADDR_WIDTH)+((g_avg_in*MINI_BATCH_1)>>ADDR_WIDTH)):{DATA_WIDTH{1'b0}};
    assign valid_out = valid_in?valid_in:1'b0;
endmodule

===== design/flow/run.sh =====
#!/bin/bash
# OpenROAD 26Q1-2900-gdf79404cd8, Yosys 0.63+post, stock flow scripts
make -C /OpenROAD-flow-scripts/flow DESIGN_CONFIG=/design/flow/config.mk WORK_HOME=/design/flow/orfs finish

===== design/flow/config.mk =====
export PLATFORM = sky130hd
export DESIGN_NAME = upd
export DESIGN_NICKNAME = upd
export VERILOG_FILES = /design/flow/design.v
export SDC_FILE = /design/flow/constraint.sdc
export NUM_CORES = 4
export LEC_CHECK = 1
export CORE_UTILIZATION = 30

===== design/flow/constraint.sdc =====
current_design upd

set clk_period 12.0
set clk_io_pct 0.2

create_clock -name clk0 -period $clk_period

set non_clock_inputs [all_inputs -no_clocks]
set_input_delay [expr $clk_period * $clk_io_pct] -clock clk0 $non_clock_inputs
set_output_delay [expr $clk_period * $clk_io_pct] -clock clk0 [all_outputs]

==> flow_metrics.env <==
# flow metrics
export IMPL_period_used=0.944
export IMPL_place_gp_congestion=0.814
export IMPL_synth_chip_area_um2=5160
export IMPL_crit_chain="clkdlybuf4s50_1 -> inv_1 -> fa_1 -> inv_1 -> fa_1 -> inv_1 -> fa_1 -> inv_1 -> ha_1 -> and4_1 -> o2111ai_2 -> a21boi_0 -> o21a_1 -> nor2_1 -> ha_1 -> nor2b_1 -> a311oi_2 -> a211oi_2 -> a211oi_1 -> o21ba_2 -> a21boi_0 -> o31ai_2 -> o41ai_2 -> clkdlybuf4s50_1"
export IMPL_cp_num_cells=24
export IMPL_finalSetupViolations=0
export IMPL_track_usage=0.130
export IMPL_antenna_cells=0
export IMPL_crit_top_cell="inv_1"
export IMPL_core_um2=16700
export IMPL_postCtsSetupBuffers=0
export IMPL_slowest_delay_ps=590
export IMPL_dieWidth_um=133
export IMPL_final_cell_area_um2=6270
export IMPL_row_count=47
export IMPL_layout_min_cycle_time_ps=11330
export IMPL_initial_core_util=0.309
export IMPL_max_freq_mhz=88.3
export IMPL_wl_per_cell_um=11.3
export IMPL_hold_viol=0
export IMPL_yosys_area_top_type_share=0.334
export IMPL_cts_hold_buf=0
export IMPL_drt_iter0_markers=113
export IMPL_crit_fanout=5
export IMPL_ys_cells=603
export IMPL_crit_type="input pin to primary output"
export IMPL_worst_pin_slew_ps=632
export IMPL_fillers=1749
export IMPL_hp_class="input pin to primary output"
export IMPL_start_kind="input pin"
export IMPL_hpwl_mm=9.51
export IMPL_synth_area_um2=5160
export IMPL_grt_pass1_vias=4017
export IMPL_ys_seq_frac=0
export IMPL_end_kind="primary output"
export IMPL_antenna_found_initial=0
export IMPL_rsz0062_at_grt="no"
export IMPL_dr_pass1_iters=4
export IMPL_cts_resized=0
export IMPL_worstPathArrival_ps=8930
export IMPL_area_growth_syn_to_layout_pct=21.5
export IMPL_status="finished, final reports clean"
export IMPL_cp_top_family="AND-OR/OR-AND gates"
export IMPL_vias=4045
export IMPL_holdWs_ps=5780
export IMPL_seq_cells=0
export IMPL_drcViolationCount=0
export IMPL_yosys_top_cells_count="inv_1 (146), fa_1 (86), ha_1 (82)"
export IMPL_ant_nets=0
export IMPL_vias_per_cell=4.48
export IMPL_tool_warnings=56
export IMPL_relSlewSlack=0.576
export IMPL_yosysUniqueCellTypes=63
export IMPL_largest_area_cell="fa_1"
export IMPL_area_sequential_um2=0
export IMPL_cp_num_buf_inv=6
export IMPL_die_h_um=133
export IMPL_boundaryPins=98
export IMPL_cap_viol_max_count=0
export IMPL_fin_setup_tns_ps=0
export IMPL_num_clock_buffers=0
export IMPL_required_ps=9600
export IMPL_grt_overflow=0
export IMPL_avgSynthCellArea_um2=8.55
export IMPL_mi_logic_area_um2=4570
export IMPL_synth_area_top_cells="fa_1 (33%), ha_1 (20%), inv_1 (11%), nor2_1 (3.9%), xnor2_1 (3.4%)"
export IMPL_synthCells=603
export IMPL_slew_viol_final=0
export IMPL_grt_pass1_wl_mm=18.6
export IMPL_slowest_stage="fa_1"
export IMPL_grt_max_degree=21
export IMPL_top_cell="inv_1"
export IMPL_ys_warnings_count=0
export IMPL_dpl_cell_area_um2=6270
export IMPL_drive_gt1_frac=0.0278
export IMPL_dieArea_um2=17700
export IMPL_wl_mm=10.2
export IMPL_port_buffers=86
export IMPL_hold_depth=2
## logic make-up (layout without fill, tap and decap cells)
family                   after synthesis  in the layout  synth area share
AND-OR/OR-AND                         93             93             0.142
XOR/XNOR                              40             40            0.0694
adder cells (fa/ha/maj)              168            168             0.533
buffers and inverters                154            234             0.114
multiplexers                           1              1           0.00194
AND/OR/NAND/NOR                      147            147             0.140
## routing by layer
layer  up-vias  global-route usage  wire length (um)
met3         2              0.0202               536
met1      1841               0.223              5570
met2        82               0.183              4030
li1       2120                   -                 -
met4         0             0.00505                32
met5         -                   0                 0
## layout make-up
cell class         instances  area share
inverters                146      0.0875
repair buffers            88       0.140
well taps                220      0.0439
multi-input cells        449       0.729
## final timing paths
path | from | endpoint | slack [ps]
hold / removal | valid_in | valid_out | 5780
setup / recovery | g_avg_in[3] | g_avg_out[15] | 670
## metrics by stage
| stage | std cells | setup WS, ps | util |
|---|---|---|---|
| final | 903 | 672 | 0.375 |
| after global routing | 903 | 105 | 0.375 |
| after CTS | 903 | 656 | 0.375 |
| after detailed placement | 903 | 662 | 0.375 |
| after global placement | 903 | 727 | 0.375 |
| after floorplan | 603 | 2240 | - |
## layout by cell type, fill, tap and decap left out, types with 12 or more instances in the layout
cell type        instances
xnor2_1                 20
fa_1                    86
o21a_1                  12
ha_1                    82
clkdlybuf4s50_1         86
nor2_1                  54
nand2_1                 21
nor3_1                  21
xor2_1                  19
inv_1                  146
a21oi_1                 22
