[flow/run.sh]
#!/bin/bash
# OpenROAD 26Q1-2900-gdf79404cd8, Yosys 0.63+post, stock flow scripts
make -C /OpenROAD-flow-scripts/flow DESIGN_CONFIG=/design/flow/config.mk WORK_HOME=/design/flow/orfs finish
[flow/config.mk]
export PLATFORM = sky130hd
export DESIGN_NAME = stage_01
export DESIGN_NICKNAME = stage_01
export VERILOG_FILES = /design/flow/design.v
export SDC_FILE = /design/flow/constraint.sdc
export NUM_CORES = 4
export LEC_CHECK = 1
export CORE_UTILIZATION = 50
[flow/constraint.sdc]
current_design stage_01

set clk_period 10.2
set clk_io_pct 0.2

create_clock -name clk0 -period $clk_period [get_ports {clk}]

set non_clock_inputs [all_inputs -no_clocks]
set_input_delay [expr $clk_period * $clk_io_pct] -clock clk0 $non_clock_inputs
set_output_delay [expr $clk_period * $clk_io_pct] -clock clk0 [all_outputs]
[flow/design.v]
`timescale 1ns / 1ps
module stage_01 #(
    parameter DATA_WIDTH = 16,
    parameter MINI_BATCH = 64,
    parameter ADDR_WIDTH = 6
)(
    input clk,
    input rst_n,
    input [DATA_WIDTH-1:0] max_in,
    input [DATA_WIDTH-1:0] min_in,
    input [DATA_WIDTH-1:0] partsum_in,
    input valid_in,
    input [ADDR_WIDTH-1:0] addr_in,
    output  [DATA_WIDTH-1:0] max_out,
    output  [DATA_WIDTH-1:0] min_out,
    output  [DATA_WIDTH-1:0] max_res_out,
    output  [DATA_WIDTH-1:0] min_res_out,
    output  [DATA_WIDTH-1:0] partsum_out,
    output valid_out,
    output [DATA_WIDTH-1:0] sum_out
);
    reg [DATA_WIDTH-1:0] max,min,partsum,sum,max_res,min_res;
    reg valid;  
    reg [ADDR_WIDTH:0] counter ;
    assign max_out = max;
    assign min_out = min;
    assign max_res_out = max_res; 
    assign min_res_out = min_res;
    assign partsum_out = partsum;
    assign valid_out = valid;
    assign sum_out = sum;
    always@(posedge clk)
    begin
        if(!rst_n)
        begin
            min <= {{1'b0},{(DATA_WIDTH-1){1'b1}}};
            max <= {DATA_WIDTH{1'b0}};
            min_res <= {DATA_WIDTH{1'b0}};
            max_res <= {DATA_WIDTH{1'b0}};
        end
        else
        begin
            max <= max_in;
            min <= min_in;
            if(addr_in == MINI_BATCH-1)
            begin
                max_res <= max_in;
                min_res <= min_in;
                min <= {{1'b0},{(DATA_WIDTH-1){1'b1}}};
                max <= {DATA_WIDTH{1'b0}};
            end
        end
    end   
    always@(posedge clk)
    begin   
        if(!rst_n)
        begin
            valid <= 1'b0;
            partsum <= {DATA_WIDTH{1'b0}}; 
            sum <= {DATA_WIDTH{1'b0}}; 
            counter <= {(ADDR_WIDTH+1){1'b0}}; 
        end
        else
        begin
            if(valid_in)
                counter <= counter + 1;
            partsum <= partsum_in; 
            if(addr_in == MINI_BATCH-1)
            begin
                sum <= partsum_in;
                partsum <= {DATA_WIDTH{1'b0}}; 
                counter <= {(ADDR_WIDTH+1){1'b0}}; 
            end
        end 
    end
    always@(posedge clk)
    begin   
        if(!rst_n)
            valid <= 1'b0;
        else
        begin
            if(addr_in == MINI_BATCH-1 && valid_in)
                valid <= 1'b1;
            else
                valid <= 1'b0;  
            end
    end
endmodule
==> results.cfg <==
; implementation run metrics
[clocking]
root_buffer = clkbuf_8
clockBufferDepth = 2
cts_buffers = 9
cts_resized = 0
clock.latency.late_pin_ns = 0.35
cts_hold_buf = 0
tritoncts = built
cts_htree_levels = 3
postCtsSetupBuffers = 0
cts.reportedPaths.clkPinSlew_ns = 0.09
clkSinkCount = 96

[run_status]
outcome = completed

[setup_path]
crit_type = in -> reg
regToRegSetupSlack_ns = 9.58
cp.required_ns = 10.47
critPathLaunchType = primary input
critPathMaxFanout = 38
rr_startpoint = sum[12]
reg2reg_depth = 2
arrival_ns = 4.19
end_kind = flip-flop
r2r_end = sum[12]

[routing]
post_drt_wl_per_cell_um = 13.1
drtPass1Iterations = 6
drcViolationCount = 0
antenna-diode-count = 0
post_drt_via_cell_ratio = 4.77
totalWireLength_mm = 7.09
drt_iter0_drc = 115
postRouteAntennaNets = 0
vias = 2588

[timing]
worstMarginPinSlew_ns = 0.722
finalHoldViolCount = 0
max_freq_ghz = 0.255
period_minus_slack_ns = 3.92
rsz0062_at_grt = no
clock_skew_ns = 0
slew_violations = 0
setup_viol = 0
fin_crit_sh_pct = 38.4
timing.setup.tns_ns = 0
max_slew_margin_pct = 51.9

[global_routing]
grt_pass1_wl_mm = 11.9
grtUsageTotal_pct = 22.0
grt_max_degree = 85
antenna_found_initial = 0
grt.overflow.total = 0
grt_pass1_vias = 2503

[layout]
final_common_cell = clkdlybuf4s50_1
drive_gt1_share_pct = 7.53
final_cell_mix = 150 x clkdlybuf4s50_1, 99 x nand2_1, 96 x dfxtp_1
syn_to_final_growth_pct = 51.3
fin_cells = 542

[power]
power_density_nw_per_um2 = 143
peakVddDrop_mv = 0.0987
total_power_mw = 0.706
p_leak_nw = 1.93

[run]
drv_cap = 0
tool_warnings = 27

[die]
rows = 29
die_x_um = 82.8
fp_util_pct = 51.8
core_um2 = 6310
io-pin-count = 154
die_y_um = 82.8
die_area_um2 = 6860

[min_path]
hp-start = max_res[1]
hold_depth = 2
hp-class = reg -> reg
whs_endpoint = max_res[1]

[placement]
hpwl_mm = 4.73
place_congestion = 0.758
place.port_buffers = 151
placed_cells = 526

[logic_synthesis]
ys_seq_share_pct = 58.8
synth_area_per_cell_um2 = 10.2
syn_area_um2 = 3270
yosys_warnings = 3
ys_ff = 96
yosys_area_um2 = 3270
ys_cells = 319
synth_cell_types = 13
synthCells = 319
-- through the flow --
step / setup WS, ns / util, % / instance area, um2 / hold slack (ns)
global placement: 5.93 / 75.2 / 4750 / 0.441
global route: 6.14 / 78.3 / 4950 / 0.473
detailed placement: 5.93 / 75.2 / 4750 / 0.448
floorplan: 7.24 / - / 3270 / 0.420
CTS: 6.28 / 78.3 / 4950 / 0.461
finish: 6.28 / 78.3 / 4950 / 0.457
-- report_power, final --
group / internal [mW] / switching, mW
Combinational: 0.0460 / 0.0208
Sequential: 0.386 / 0.00303
Clock: 0.127 / 0.123
-- worst max-delay path, cell delays in order --
cell and delay, ns:
clkdlybuf4s50_1 0.46, nand2_1 0.12, nor3_4 0.63, buf_4 0.66
mux2i_1 0.25
-- metal layers --
layer	global-route usage [%]	routed length (um)	vias up
li1	-	-	1315
met2	33.1	3090	92
met4	2.66	58	0
met5	0	0	-
met1	33.0	3260	1175
met3	7.77	677	6
-- synthesized netlist by cell type --
master	n	area (um2)
nand2_1	99	372
dfxtp_1	96	1920
mux2i_1	48	480
and3_1	33	206
or2_2	15	93.8
buf_2	8	40.0
clkbuf_1	7	26.3
buf_6	6	67.6
buf_4	3	22.5
conb_1	1	3.75
nor3_2	1	10.0
o31ai_2	1	12.5
or3_4	1	11.3
-- worst max path at each step --
stage               from     endpoint  slack, ns  depth (start not counted)
finish        addr_in[0]  max_res[11]       6.28                          5
global route  addr_in[1]  max_res[15]       6.14                          5
CTS           addr_in[0]   min_res[7]       6.28                          5
-- registers in the layout, indices dropped and copies added, names as in the netlist --
register  cells
sum          16
max          16
partsum      16
min_res      16
min          16
max_res      16
-- final cells by class --
type / count / area, um2
clock inverter: 2 / 37.5
clock buffer: 14 / 163
timing repair buffer: 154 / 1530
tap: 77 / 96.3
multi-input combinational: 199 / 1200
sequential: 96 / 1920
fill: 422 / 1370
-- cells by family after synthesis --
kind of cell	count (synthesis)	synth area share (%)
AND-OR/OR-AND	1	0.383
buffers and inverters	24	4.79
flip-flops	96	58.8
multiplexers	48	14.7
other	1	0.115
AND/OR/NAND/NOR	149	21.2
